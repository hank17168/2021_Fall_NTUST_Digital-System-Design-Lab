$ cat flow/config.mk
export PLATFORM = sky130hd
export DESIGN_NAME = lab4_1
export DESIGN_NICKNAME = lab4_1
export VERILOG_FILES = /design/flow/design.v
export SDC_FILE = /design/flow/constraint.sdc
export NUM_CORES = 4
export LEC_CHECK = 1
export CORE_AREA = 10 10 70 70
export DIE_AREA = 0 0 80 80
$ cat flow/run.sh
#!/bin/bash
# OpenROAD 26Q1-2900-gdf79404cd8, Yosys 0.63+post, stock flow scripts
make -C /OpenROAD-flow-scripts/flow DESIGN_CONFIG=/design/flow/config.mk WORK_HOME=/design/flow/orfs finish
$ cat flow/design.v
module lab4_1(A,B,C0,S,C4);
input [3:0]A,B;
input C0;
output [3:0]S;
output C4;
wire [3:0] P, G, C;
assign P[3]=A[3]^B[3];
assign P[2]=A[2]^B[2];
assign P[1]=A[1]^B[1];
assign P[0]=A[0]^B[0];
assign G[3]=A[3]&B[3];
assign G[2]=A[2]&B[2];
assign G[1]=A[1]&B[1];
assign G[0]=A[0]&B[0];
CLG adder(.p(P),.g(G),.c(C),.cin(C0));
assign C4=C[3];
assign S[3]=C[2]^P[3];
assign S[2]=C[1]^P[2];
assign S[1]=C[0]^P[1];
assign S[0]=C0^P[0];
endmodule
module CLG(p,g,c,cin);  
input [3:0]p,g;
input cin;
output [3:0]c;
assign c[0] = g[0] | (p[0] & cin);
assign c[1] = g[1] | (p[1] & g[0]) | (cin & p[0]&p[1]);
assign c[2] = g[2] | (p[2] & g[1]) | (g[0]& p[1]&p[2]) | (cin&p[0]&p[1]&p[2]);
assign c[3] = g[3] | (p[3] & g[2]) | (g[1]& p[2]&p[3]) | (g[0]&p[1]&p[2]&p[3])|(cin&p[0]&p[1]&p[2]&p[3]);
endmodule
$ cat flow/constraint.sdc
current_design lab4_1

set clk_period 3.8
set clk_io_pct 0.2

create_clock -name clk0 -period $clk_period

set non_clock_inputs [all_inputs -no_clocks]
set_input_delay [expr $clk_period * $clk_io_pct] -clock clk0 $non_clock_inputs
set_output_delay [expr $clk_period * $clk_io_pct] -clock clk0 [all_outputs]
==> impl_metrics.json <==
{
  "wl_met1_um": 361,
  "antenna_found_initial": 0,
  "ys_sh_xor": 0.1654,
  "path_class": "in2out",
  "layout_min_cycle_time_ns": 3.395,
  "die-width_um": 80,
  "ctsResizeCount": 0,
  "grt_pass1_vias": 198,
  "max_freq_mhz": 294.6,
  "wl_per_cell_um": 7.304,
  "yosys_warnings": 0,
  "rsz0062_at_grt": "false",
  "top_layer": "met3",
  "hpwlAfterDp_um": 548.6,
  "syn_area_um2": 158.9,
  "routabilityCongestion": 0.8346,
  "vias": 173,
  "die_h_um": 80,
  "yosys.cell_count.top_type": "ha_1",
  "setup_viol_count_final": 0,
  "initCoreUtil": 0.04652,
  "synthToLayoutAreaGrowth_pct": 124.4,
  "warning_count": 33,
  "worst_slack_ns": 0.4052,
  "drt_iter0_drc": 3,
  "grt_pass1_wl_um": 910,
  "grt.overflow.total": 0,
  "rows": 21,
  "drc": 0,
  "ys_area_um2": 158.9,
  "simple_gate_area_frac": 0.04724,
  "aoi_share": 0.1732,
  "grt_usage": 0.01733,
  "first_pass_iters": 4,
  "grt_max_degree": 4,
  "top_area_frac": 0.3937,
  "drive_gt1_frac": 0,
  "vias_per_cell": 2.190,
  "crit_required_ns": 3.04,
  "drt_wl_total_um": 577,
  "coreArea_mm2": 0.003416,
  "cts_setup_buffers": 0,
  "peakVddDrop_mv": 0.03535,
  "place_ws_ns": 0.4024,
  "setup_tns_ns": 0,
  "slew_viol_final": 0,
  "worst_pin_slew_ns": 0.2150,
  "end_kind": "primary output",
  "fillers": 404,
  "route.met3.wl_um": 118,
  "synthCells": 19,
  "ff_count": 0,
  "max-cap-violations": 0,
  "synth-adder-area-share": 0.5197,
  "crit_arrival_ns": 2.63,
  "hold_violations": 0,
  "netlist-cell-type-count": 11,
  "muxShareOfSynthArea": 0,
  "seq_area_um2": 0,
  "hold_class": "in2out",
  "drt.antenna.violating_nets": 0,
  "diodes": 0,
  "startpoint_type": "input port",
  "io_pins": 14,
  "relSlewSlack": 0.8560,
  "ys_seq_frac": 0,
  "ys_cells": 19,
  "clkbuf_count": 0,
  "mi_logic_area_um2": 143.9,
  "outcome": "completed",
  "ctsHoldBuffers": 0,
  "wl_met2_um": 97,
  "powerDensity_mw_per_mm2": 136.4,
  "topCombFamilyByArea": "adder cells",
  "area_leaders": "ha_1 (39%), fa_1 (13%), xnor2_1 (11%), inv_1 (9.4%), xor2_1 (5.5%)",
  "cp_max_fo": 2,
  "p_leak_uw": 0.0001493,
  "io_buffers": 14,
  "synthTopCellsByCount": "ha_1 (5), inv_1 (4), xnor2_1 (2)",
  "die_area_mm2": 0.006400,
  "avgSynthCellArea_um2": 8.363,
  "largest_area_cell": "ha_1",
  "finalClockPeriodUsage": 0.8934
}
cell type report:
| type | count | area share |
|---|---|---|
| inverters | 4 | 0.04211 |
| multi-input cells | 15 | 0.4035 |
| repair buffers | 14 | 0.3930 |
| well taps | 46 | 0.1614 |
layout by cell type (no fill, tap or decap):
master            n
o21a_1            1
xnor2_1           2
inv_1             4
a21oi_1           1
clkdlybuf4s50_1  14
ha_1              5
o211ai_1          1
nor2_1            1
nand2_1           1
xor2_1            1
fa_1              1
a21o_1            1
per-layer routing:
| layer | global-route usage | vias up |
|---|---|---|
| met1 | 0.03168 | 68 |
| li1 | - | 91 |
| met4 | 0 | 0 |
| met3 | 0.009091 | 0 |
| met2 | 0.01525 | 14 |
| met5 | 0 | - |
cell families (layout without fill, tap and decap cells):
logic type / after synthesis / count (layout)
AOI/OAI and AO/OA: 4 / 4
xor gates and xnor gates: 3 / 3
adders and majority gates: 6 / 6
buffers and inverters: 4 / 18
and+or+nand+nor: 2 / 2
where the power goes:
part	leakage [uW]	total, uW	switching, uW	internal (uW)
combinational	0.000149	48.6	15.2	33.5
clock	0	0	0	0
sequential	0	0	0	0
worst max-delay path, stage by stage:
cell and delay, ns:
clkdlybuf4s50_1 0.43, ha_1 0.30, ha_1 0.20, o211ai_1 0.21, nand2_1 0.12, xor2_1 0.14
clkdlybuf4s50_1 0.48
final timing paths:
kind,start,to,slack (ns),cells after the start
hold / removal,B[3],S[3],2.60,4
setup / recovery,A[0],S[3],0.41,7
through the flow:
| stage | hold WS, ns | total power (uW) | std cells | cell area (um2) | util |
|---|---|---|---|---|---|
| 2_1_floorplan | 1.689 | 16.19 | 19 | 158.9 | - |
| 3_3_place_gp | 2.592 | 48.76 | 79 | 356.6 | 0.1044 |
| 3_5_place_dp | 2.620 | 49.38 | 79 | 356.6 | 0.1044 |
| 4_1_cts | 2.613 | 49.79 | 79 | 356.6 | 0.1044 |
| 5_1_grt | 2.651 | 54.64 | 79 | 356.6 | 0.1044 |
| 6_report | 2.603 | 48.64 | 79 | 356.6 | 0.1044 |
No activity file was given, so power comes from the tool's default toggle rates.
