**/design/flow/run.sh**
```bash
#!/bin/bash
# OpenROAD 26Q1-2900-gdf79404cd8, Yosys 0.63+post, stock flow scripts
make -C /OpenROAD-flow-scripts/flow DESIGN_CONFIG=/design/flow/config.mk WORK_HOME=/design/flow/orfs finish
```
**/design/flow/config.mk**
```make
export PLATFORM = sky130hd
export DESIGN_NAME = lab3_1
export DESIGN_NICKNAME = lab3_1
export VERILOG_FILES = /design/flow/design.v
export SDC_FILE = /design/flow/constraint.sdc
export NUM_CORES = 4
export LEC_CHECK = 1
export CORE_AREA = 10 10 70 70
export DIE_AREA = 0 0 80 80
```
**/design/flow/constraint.sdc**
```tcl
current_design lab3_1

set clk_period 3.0
set clk_io_pct 0.2

create_clock -name clk0 -period $clk_period

set non_clock_inputs [all_inputs -no_clocks]
set_input_delay [expr $clk_period * $clk_io_pct] -clock clk0 $non_clock_inputs
set_output_delay [expr $clk_period * $clk_io_pct] -clock clk0 [all_outputs]
```
**/design/flow/design.v**
```verilog
module lab3_1(A,B,A_gt_B,A_eq_B,A_lt_B);
input [3:0]A,B;
output A_gt_B,A_eq_B,A_lt_B;
wire w1,w2,w3,w4,w5,w6;
Comparator comp1(.A({A[3],A[2]}),.B({B[3],B[2]}),.A_gt_B(w6),.A_eq_B(w4),.A_lt_B(w5));
Comparator comp0(.A({A[1],A[0]}),.B({B[1],B[0]}),.A_gt_B(w3),.A_eq_B(w1),.A_lt_B(w2));
assign A_gt_B=(w6|(w4&w3));
assign A_lt_B=(w5|(w4&w2));
assign A_eq_B=w4&w1;
endmodule
module Comparator(A,B,A_gt_B,A_eq_B,A_lt_B);
input [1:0]A,B;
output A_gt_B,A_eq_B,A_lt_B;
assign A_gt_B=((A[1]&~B[1])|(A[0]&(~B[1])&(~B[0]))|(A[0]&(A[1])&(~B[0])));
assign A_eq_B=(A[0]~^B[0])&(A[1]~^B[1]);
assign A_lt_B=(~A[1]&B[1])|(~A[0]&B[1]&B[0])|(~A[0]&~A[1]&B[0]);
endmodule
```
==> run_results.csv <==
group,metric,value,unit
placed_design,dp.cells,84,
power_and_ir_drop,portion_of_total_power_attributed_to_the_clock_network,0,%
detailed_routing,antenna_left,0,
min_path,holdCritStartpoint,"A[0]",
outcome,status,"finished clean",
yosys,synth.top_cells.by_area,"sky130_fd_sc_hd__ha_1, sky130_fd_sc_hd__inv_1, sky130_fd_sc_hd__or2b_1",
setup_path,setup.worst_path.class,"in -> out",
floorplan,floorplan.die.width,80,microns
timing,report.final.slew_viol_count,0,
power_and_ir_drop,cellInternalPower,0.0236,mW
clocking,post_cts_buffers,0,
finish,fillerInstances,412,
floorplan,fp.dieArea,6400,sq um
grt,groute.usage.overall,1.80,%
power_and_ir_drop,swShare,36.9,%
yosys,syn_area_per_cell,6.44,sq um
timing,final.setup.tns,0,ns
grt,global_route.overflow_total,0,
setup_path,worstSetupStartpoint,"A[3]",
yosys,synthesis.yosys.warnings,0,
placed_design,io_buf_count,11,
power_and_ir_drop,share_comb_of_total_power,100.0,%
power_and_ir_drop,ir_drop,0.0407,mV
timing,slew_headroom,89.6,%
floorplan,fp.coreArea,3420,sq um
grt,top_usage_layer,"met2",
placed_design,placer_congestion_estimate,0.706,
power_and_ir_drop,power_density,110,nW/um^2
detailed_routing,drt-wirelength-per-cell,6.68,microns
timing,period_utilisation_layout,91.4,%
yosys,synth_sequential_area_ratio,0,%
finish,synth_to_layout_area_growth,96.4,%
detailed_routing,number_of_vias_in_the_routed_layout,190,
grt,first_pass_grt_wire_length,910,microns
grt,grt_start_max_net_pins,5,
detailed_routing,route.detailed.drc,0,
job,maxCapViolations,0,
floorplan,fp_util,5.09,%
floorplan,std_cell_rows,21,
yosys,number_of_cells_in_the_yosys_synthesis_report,27,
clocking,total_of_hold_buffers_inserted_after_clock_tree_synthesis,0,
floorplan,ios,11,
yosys,synth_cell_types,8,
yosys,yosysMostFrequentCell,"sky130_fd_sc_hd__inv_1",
grt,antenna_found_initial,0,
timing,hold-worst-slack,2.29,ns
floorplan,die.size.y,80,microns
placed_design,dp.final_hpwl,522,microns
finish,final_cell_count_no_fill,84,
placed_design,post-place-ws,0.226,ns
setup_path,cp-end-kind,"output pin",
timing,hold_viol_final,0,
yosys,top_cell_type_by_total_area_after_synthesis,"sky130_fd_sc_hd__ha_1",
power_and_ir_drop,total_switching_power,0.0138,mW
timing,layout_min_cycle_time,2.74,ns
detailed_routing,routed_wl,561,microns
setup_path,cp_data_arrival_time,2.14,ns
finish,final_core_utilization,10.0,%
detailed_routing,antenna-diode-count,0,
setup_path,cp_data_required_time,2.40,ns
job,stage_log_warnings,34,
yosys,synth.top_cell.area_share,28.8,%
finish,seqCellArea,0,sq um
detailed_routing,detail_route.iter0.violations,10,
clocking,post_cts.resized_instances,0,
yosys,ys_chip_area,174,sq um
timing,post-route-worst-setup-slack,0.258,ns
finish,sequential_cell_total,0,
grt,gr-usage-met3,0.568,%
grt,global_route.usage.met2,3.05,%
timing,rsz0062_at_grt,"false",
setup_path,timing.critical_path.from_type,"input port",
grt,grt_pass1_vias,204,
yosys,netlist_instances,27,
detailed_routing,vias_per_cell,2.26,
setup_path,crit_path_max_fanout,4,
power_and_ir_drop,leakagePower,0.148,nW
timing,setup_viol,0,
yosys,ys_top_cells_by_count,"sky130_fd_sc_hd__inv_1, sky130_fd_sc_hd__a31oi_1, sky130_fd_sc_hd__ha_1, sky130_fd_sc_hd__or2b_1",
grt,globalRouteMet1Util,2.31,%
detailed_routing,detailedRoute.firstPassIterationCount,3,
power_and_ir_drop,sequential_fraction_of_design_power,0,%
finish,layout-drive-gt1-share,0,%
min_path,timing.hold.worst.class,"in -> out",
finish,clock_buffer_count,0,
yosys,netlist_area,174,sq um
timing,tightest_slew,0.156,ns
timing,fmaxAchievable,365,MHz
-- cells in the final DEF, fill, tap and decap left out, drive strengths merged --
cell            n
xnor2           2
nand2           2
a31oi           4
o21ai           2
clkdlybuf4s50  11
inv             8
or2b            4
ha              4
nor2            1
-- kinds of logic after synthesis --
family | count (synthesis) | share of synthesized area [%]
and+or+nand+nor | 7 | 23.7
xor gates and xnor gates | 2 | 10.1
buffers and inverters | 8 | 17.3
AOI/OAI and AO/OA | 6 | 20.1
adders and majority gates | 4 | 28.8
-- path summary, 6_finish.rpt --
| check | cells past startpoint | slack, ns | endpoint |
|---|---|---|---|
| setup / recovery | 6 | 0.26 | A_gt_B |
| hold / removal | 5 | 2.29 | A_eq_B |
-- layout make-up --
cell class         count  area (sq um)  share of cell area, %
well taps             46          57.6                   16.8
multi-input cells     19           144                   42.1
inverters              8          30.0                   8.79
repair buffers        11           110                   32.2
-- layer usage --
layer / share of wire, % / wire length, microns / up-vias
li1: - / - / 107
met1: 51 / 284 / 76
met4: 0 / 0 / 0
met3: 8.7 / 49 / 0
met2: 40 / 226 / 7
met5: 0 / 0 / -
-- worst max-delay path, cell delays in order --
cell,delay [ns]
sky130_fd_sc_hd__clkdlybuf4s50_1,0.51
sky130_fd_sc_hd__inv_1,0.06
sky130_fd_sc_hd__ha_1,0.27
sky130_fd_sc_hd__nand2_1,0.08
sky130_fd_sc_hd__o21ai_1,0.14
sky130_fd_sc_hd__clkdlybuf4s50_1,0.49
-- power by group through the flow --
stage     clock, mW  combinational [mW]  sequential, mW
6_report          0              0.0374               0
5_1_grt           0              0.0431               0
4_1_cts           0              0.0388               0
-- per-stage QoR --
stage,power [mW],instance area (sq um)
finish,0.0374,342
global route,0.0431,342
CTS,0.0388,342
detailed placement,0.0385,342
global placement,0.0382,342
floorplan,0.0138,174
No activity file was given, so power comes from the tool's default toggle rates.
